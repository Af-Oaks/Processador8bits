**./config.mk**
```make
export PLATFORM = sky130hd
export DESIGN_NAME = DataMEM
export DESIGN_NICKNAME = DataMEM
export VERILOG_FILES = /design/flow/design.v
export SDC_FILE = /design/flow/constraint.sdc
export NUM_CORES = 4
export LEC_CHECK = 1
export CORE_UTILIZATION = 50
```
**./constraint.sdc**
```tcl
current_design DataMEM

set clk_period 12.2
set clk_io_pct 0.2

create_clock -name clk0 -period $clk_period [get_ports {clock}]

set non_clock_inputs [all_inputs -no_clocks]
set_input_delay [expr $clk_period * $clk_io_pct] -clock clk0 $non_clock_inputs
set_output_delay [expr $clk_period * $clk_io_pct] -clock clk0 [all_outputs]
```
**./design.v**
```verilog
module DataMEM (leitura, escrita, endereco,entrada,saida,clock);
input wire clock;
input wire leitura, escrita;
input [7:0] endereco, entrada;
output reg [7:0] saida;
reg [7:0] DataMem[255:0];  
integer count;
initial begin   count = 0;   for (count=0;count<=255;count=count+1)     DataMem[count] = 8'b00000000; end
always @(negedge clock)
begin
if (escrita) 
	DataMem[endereco] <= entrada;
end
always @(*) begin
if (leitura) 
	saida = DataMem[endereco];
end
endmodule
```
**./run.sh**
```bash
#!/bin/bash
# OpenROAD 26Q1-2900-gdf79404cd8, Yosys 0.63+post, stock flow scripts
make -C /OpenROAD-flow-scripts/flow DESIGN_CONFIG=/design/flow/config.mk WORK_HOME=/design/flow/orfs finish
```
==> reports/results.ini <==
[sta]
finalSetupViolations = 0
max_slew.worst_pin.slew_ps = 1190
slew_violations = 0
rsz0062_at_grt = no
untimed_endpoints = 16
tns_ps = 0
finalHoldViolCount = 0
unclocked_pins = 8
max_slew_margin = 0.205

[cts]
h-tree-depth = 4
clockBufferDepth = 3
hold_buffers = 0
post-cts-setup-buffer-count = 0
ctsResizeCount = 0
root_buffer = clkbuf_16
cts_tree = yes
cts_buffers = 209
path_clk_slew_ps = 40

[setup_path]
arrival_ps = 5130
path_max_fanout = 13
cp.required_ps = 6510
critPathCaptureType = flip-flop
crit_type = in -> reg
cp-start-kind = primary input

[logic_synthesis]
netlist_instances = 3548
synthFlopType = edfxtp_1
async_reset_ff_frac = 0
ys.flops = 2056
synth_top_area_share = 0.784
yosys_warnings = 1
edf_count = 2048
largest_area_cell = edfxtp_1
top_cells_by_area = edfxtp_1 (78%), mux4_2 (15%), a22oi_1 (2.5%), nor2_1 (1.1%), a21oi_1 (0.82%)
mappedNetlistArea_um2 = 78400
common_cells = edfxtp_1 (2048), mux4_2 (512), a22oi_1 (256)
ys_cells = 3548
synth_top_cell_by_count = edfxtp_1
ys_chip_area_um2 = 78400
avgSynthCellArea_um2 = 22.1
ys_types = 22

[power_and_ir_drop]
p_int_mw = 13.0
power.share.combinational = 0.037
seqPwrFrac = 0.442
p_switching_mw = 4.73
irDropWorstVdd_mv = 0.129
cellLeakagePower_nw = 38.9
powerDensity_nw_per_um2 = 181
power.total_mw = 17.7
switching_share = 0.267
clkPwrFrac = 0.520

[route]
first_pass_iters = 7
routed_wl_mm = 199
vias_per_cell = 5.48
drt_iter0_markers = 2679
drc = 0
via_count = 44500
ant_nets = 0
wl_per_cell_um = 24.5

[grt]
grt_pass1_wl_mm = 297
grt_max_degree = 133
antenna_found_initial = 8
overflow = 0
grt.total_usage = 0.293
grt_pass1_vias = 53300

[final_layout]
final-seq-area_um2 = 61600
nFillCells = 9977
comb_area_um2 = 15800
area_growth_pct = 24.5
layout-drive-gt1-share = 0.191

[floorplanning]
core_area_um2 = 155000
fp_util = 0.506
die_y_um = 398
die_w_um = 398
die_area_um2 = 158000
ios = 27
rows = 144

[placement]
routabilityCongestion = 0.967
dp_hpwl_mm = 114
portBuffers = 26

[run]
cap_violations = 0
warnings = 1042

[min_path]
min_path_type = in -> reg
holdPathStages = 1
min_from = entrada[5]
whs_endpoint = DataMem[100][5]$_DFFE_NP_

[status]
outcome = complete, no violations

## cells by family (layout without fill, tap and decap cells)
kind of cell,after synthesis,after routing,synth area share
buffers and inverters,234,2758,0.0138
latches,8,8,0.00153
AOI/OAI and AO/OA,416,416,0.0362
other,0,5,0
and+or+nand+nor,330,330,0.0173
DFF,2048,2048,0.784
muxes,512,512,0.147
## worst max-delay path by stage
stage	cells after the start	from	to	slack (ps)
global route	8	escrita	DataMem[5][6]$_DFFE_NP_	1260
finish	8	escrita	DataMem[21][5]$_DFFE_NP_	1380
CTS	8	escrita	DataMem[21][5]$_DFFE_NP_	1500
## through the flow
step / util / area, um2 / hold slack (ps) / std cells / worst slack (ps)
3_3_place_gp: 0.534 / 82700 / 9040 / 5687 / 649
4_1_cts: 0.630 / 97600 / 8200 / 8116 / 1500
2_1_floorplan: - / 78400 / 8640 / 3548 / 1440
3_5_place_dp: 0.534 / 82700 / 9040 / 5687 / 686
6_report: 0.630 / 97600 / 8220 / 8121 / 1380
5_1_grt: 0.630 / 97600 / 8200 / 8116 / 1260
## registers in the layout (all words and copies together) (netlist names)
name and count:
DataMem 2048, saida 8
## layer usage
layer,GRT usage,routed length (um)
met1,0.347,64600
met2,0.385,93600
met3,0.263,34500
met4,0.122,5610
met5,0.0182,474
## cells in the final DEF, fill, tap and decap left out, types with 32 or more instances in the layout
cell type / netlist / routed
edfxtp_1: 2048 / 2048
clkbuf_16: 0 / 212
o41ai_1: 32 / 32
inv_1: 2 / 2099
bufinv_16: 0 / 41
clkinvlp_2: 0 / 41
mux4_2: 512 / 512
buf_4: 10 / 285
nor2_1: 232 / 231
a21oi_1: 128 / 128
a22oi_1: 256 / 256
## cell type report
type / instances / share of cell area
flip-flops and latches: 2056 / 0.631
multi-input cells: 1258 / 0.161
repair buffers: 327 / 0.0283
clock inverters: 2218 / 0.0984
diodes: 5 / 0.000128
well taps: 2044 / 0.0262
inverters: 1 / 0.0000385
clock buffers: 212 / 0.0543
## power groups by stage
stage	clock network, mW	registers (mW)	logic, mW
CTS	9.51	7.83	0.663
global route	10.3	7.81	0.708
finish	9.21	7.83	0.661
## critical path: stages
cell and delay [ps]:
clkdlybuf4s50_1 460, buf_4 240, inv_1 120, nor2_1 140
buf_4 150, nand2_1 540, buf_4 470, nor2_1 560
No activity file was given, so power comes from the tool's default toggle rates.
